==> design/flow/run.sh <==
#!/bin/bash
# OpenROAD 26Q1-2900-gdf79404cd8, Yosys 0.63+post, stock flow scripts
make -C /OpenROAD-flow-scripts/flow DESIGN_CONFIG=/design/flow/config.mk WORK_HOME=/design/flow/orfs finish
==> design/flow/config.mk <==
export PLATFORM = sky130hd
export DESIGN_NAME = accel
export DESIGN_NICKNAME = accel
export VERILOG_FILES = /design/flow/design.v
export SDC_FILE = /design/flow/constraint.sdc
export NUM_CORES = 4
export LEC_CHECK = 1
export CORE_UTILIZATION = 30
==> design/flow/constraint.sdc <==
current_design accel

set clk_period 12.4
set clk_io_pct 0.2

create_clock -name clk0 -period $clk_period [get_ports {clk}]

set non_clock_inputs [all_inputs -no_clocks]
set_input_delay [expr $clk_period * $clk_io_pct] -clock clk0 $non_clock_inputs
set_output_delay [expr $clk_period * $clk_io_pct] -clock clk0 [all_outputs]
==> design/flow/design.v <==
module accel(
    input logic clk,
    input logic rst_n,
    output logic [31:0] M_address,
    output logic [31:0] M_writedata,
    output logic M_write,
    input logic [31:0] M_readdata,
    output logic M_read,
    input logic M_waitrequest,
    input logic [2:0] S_address,
    input logic [31:0] S_writedata,
    input logic S_write,
    output logic [31:0] S_readdata,
    input logic S_read,
    output logic S_waitrequest
);
    logic [20:0] count;
    logic [31:0] sum;
    logic [31:0] var1, var2;
    logic [31:0] addr0, addr1;
    logic [31:0] inaddr0, inaddr1;
    logic loada0, loada1, loadc, loads, loadv1, loadv2;
    logic sela;
    logic start;
    logic [20:0] n;
    logic initc, inits, inita0, inita1;
    assign M_write = 1'b0;
    assign M_writedata = 32'd0;
    always_ff@(posedge clk, negedge rst_n) begin
        if(!rst_n) begin
            n = 21'd0;
            start = 1'b0;
        end
        else begin
            if(S_read) begin
                case(S_address)
                    32'd0: S_readdata <= start;
                    32'd1: S_readdata <= inaddr0;
                    32'd2: S_readdata <= inaddr1;
                    32'd3: S_readdata <= n + 32'd1;
                    32'd4: S_readdata <= sum;
                endcase
            end
            if(S_write) begin
                case(S_address)
                    32'd0: start <= S_writedata;
                    32'd1: inaddr0 <= S_writedata;
                    32'd2: inaddr1 <= S_writedata;
                    32'd3: n <= S_writedata;
                endcase
            end
        end
    end
    always_ff@(posedge clk, negedge rst_n) begin
        if(!rst_n) begin
            sum <= 32'd0;
            count <= 21'd0;
        end
        else begin
            if(loada0) addr0 <= inita0 == 1'b1 ? inaddr0 + 32'd0: addr0 + 32'd4;
            if(loada1) addr1 <= inita1 == 1'b1 ? inaddr1 + 32'd0: addr1 + 32'd4;
            if(loadc) count <= initc == 1'b1 ? 21'd0 : count + 21'd1;
            if(loads) sum <= inits == 1'b1 ? 32'd0 : sum +  var1 * var2;
            if(loadv1) var1 <= M_readdata;
            if(loadv2) var2 <= M_readdata;
        end
    end
    assign M_address = sela == 1'b0 ? addr0 : addr1;
    logic [3:0] state;
    always_ff @(posedge clk, negedge rst_n) begin
        if(!rst_n) begin
            state <= 4'b0000;
        end
        else begin
            case(state)
                4'b0000: state <= 4'b0001;
                4'b0001: state <= (S_read == 1'b1 && S_address == 3'd4) ? 4'b0010 : 
                                    (S_read == 1'b1 || S_write) ? 4'b0111 : 
                                    4'b0001;
                4'b0010: state <= M_waitrequest == 1'b0 ? 4'b0100 : 4'b0010 ;
                4'b0100: state <= M_waitrequest == 1'b0 ? 4'b0110 : 4'b0100 ;
                4'b0110: state <= count < n ? 4'b0010 : 4'b0111;
                4'b0111: state <= 4'b0001;
                default: state <= 4'b0000;
            endcase
        end
    end
    always_comb begin
        case(state) 
            4'b0000: {loada0, loada1, initc, loadc, inits, loads, loadv1, loadv2, sela, S_waitrequest, M_read, inita0, inita1} = 13'b00_00_00_00_0_0_0_00;
            4'b0001: {loada0, loada1, initc, loadc, inits, loads, loadv1, loadv2, sela, S_waitrequest, M_read, inita0, inita1} = 13'b11_11_11_00_0_1_0_11;
            4'b0010: {loada0, loada1, initc, loadc, inits, loads, loadv1, loadv2, sela, S_waitrequest, M_read, inita0, inita1} = 13'b00_00_00_10_0_1_1_00;
            4'b0100: {loada0, loada1, initc, loadc, inits, loads, loadv1, loadv2, sela, S_waitrequest, M_read, inita0, inita1} = 13'b00_00_00_01_1_1_1_00;
            4'b0110: {loada0, loada1, initc, loadc, inits, loads, loadv1, loadv2, sela, S_waitrequest, M_read, inita0, inita1} = 13'b11_01_01_00_0_1_0_00;
            4'b0111: {loada0, loada1, initc, loadc, inits, loads, loadv1, loadv2, sela, S_waitrequest, M_read, inita0, inita1} = 13'b00_00_00_00_0_0_0_00;
            default: {loada0, loada1, initc, loadc, inits, loads, loadv1, loadv2, sela, S_waitrequest, M_read, inita0, inita1} = 13'b00_00_00_00_0_0_0_00;
        endcase
    end
endmodule: accel
==> out/metrics.yaml <==
status: "finished, final reports clean"
setup_tns_ns: 0
fp_util: 0.302
worstPathRequired_ns: 12.95
ys_sh_aoi: 0.0536
cts_buffers: 31
postLayoutCellArea_mm2: 0.0345
maxSlewViolCount: 0
antennaDiodeCount: 0
top_cell_area_share: 0.285
wl_per_cell_um: 18.5
warnings: 25
max_freq_mhz: 135
yosys_warnings: 1
fa_ha_area_frac: 0.346
drtPass1Iterations: 7
grt_setup_unrepaired: "false"
gp_congestion: 0.932
worst_pin_slew_ns: 0.827
period_minus_slack_ns: 7.42
skew_ns: 0.0298
drive_gt1_frac: 0.0618
postRouteAntennaNets: 0
pin_count: 171
drv_cap: 0
place_area_mm2: 0.0335
critPathLaunchType: "flop"
synth.yosys.num_cells: 2992
via_per_inst: 4.64
edf_count: 224
syn_area_mm2: 0.0307
syn_inst: 2992
synthSimpleGateAreaFrac: 0.149
slew_headroom: 0.449
clkLatencyLatePin_ns: 0.64
synth-async-reset-ratio: 0.266
hold_slack_ns: 0.449
drc: 0
cp_max_fo: 15
tritoncts: "done"
drtIter0Drc: 1178
ys_seq_frac: 0.285
hold_path_class: "reg -> reg"
crit_path_end_kind: "flop"
ys_types: 81
gr-total-overflow: 0
hold_viol: 0
antenna_found_initial: 2
cts_root_buf: "clkbuf_16"
grt_pass1_vias: 21556
synthMuxAreaShare: 0.0275
finalCritPeriodShare: 0.599
synth-area-yosys_mm2: 0.0307
numSynthFlops: 305
core_mm2: 0.102
fillCellCount: 10093
arrival_ns: 7.97
chip_area_mm2: 0.104
rows: 117
most_common_cell: "inv_1"
grt_max_degree: 87
die_w_um: 322
clk_pin_slew_ns: 0.08
finalSetupViolations: 0
syn2layout_area_growth_pct: 12.4
die_y_um: 322
grt_pass1_wl_mm: 128
portBuffers: 137
h-tree-depth: 1
drt_wl_total_mm: 82.6
syn_area_per_cell_um2: 10.3
cts_resized: 0
cts_hold_buffers: 0
post-cts-setup-buffer-count: 0
dp_hpwl_mm: 62.0
num_vias: 20712
synth-xor-area-share: 0.0493
area_leaders: "fa_1 (29%), edfxtp_1 (22%), and2_1 (6.7%)"
common_cells: "inv_1 (522), fa_1 (438), nand2_1 (350)"
ff_type: "edfxtp_1"
grt_usage: 0.171
clock_sinks: 305
top_area_cell: "fa_1"
crit_type: "reg -> reg"
cts_buffer_depth: 3
logic_family: "adder cells"
==> metrics by stage <==
stage,util,worst slack (ns),cells
6_report,0.339,4.98,4461
2_1_floorplan,-,5.47,3025
4_1_cts,0.339,4.99,4461
5_1_grt,0.339,4.57,4461
3_5_place_dp,0.329,5.01,4403
3_3_place_gp,0.329,5.01,4403
==> routing by layer <==
metal	global-route usage	vias up	share of wire
li1	-	9446	-
met1	0.228	10430	0.39
met2	0.281	716	0.50
met3	0.0512	118	0.077
met4	0.0438	2	0.031
met5	0.00189	-	0.00011
==> final timing paths <==
path                          start  endpoint  slack [ns]  depth (start not counted)
max                        var1[17]   sum[31]        4.98                         25
min                        state[5]  state[4]        0.45                          1
max reg2reg                var1[17]   sum[31]        4.98                         25
min reg2reg                state[5]  state[4]        0.45                          1
max in group asynchronous     rst_n     start        9.47                          2
min in group asynchronous     rst_n   sum[22]        1.85                          1
==> sequential cells by signal (all words and copies together), names as in the netlist, 32 cells and up, named ones only <==
| name | cells |
|---|---|
| inaddr1 | 32 |
| inaddr0 | 32 |
| addr0 | 32 |
| var2 | 32 |
| addr1 | 32 |
| var1 | 32 |
| sum | 32 |
| S_readdata | 32 |
==> area by class of cell <==
cell class	instances	area, um2	share of cell area
multi-input cells	2023	19300	0.560
repair buffers	184	1720	0.0499
clock inverters	17	184	0.00533
well taps	1368	1710	0.0496
inverters	523	1960	0.0568
flip-flops and latches	305	8760	0.254
clock buffers	41	853	0.0247
==> kinds of logic after synthesis <==
kind of cell               Yosys count
muxes                               76
AOI/OAI and AO/OA                  251
DFF                                305
and+or+nand+nor                    903
buffers and inverters              697
other                                1
xor gates and xnor gates           173
adders and majority gates          586
==> worst max-delay path, stage by stage, from the launching register on <==
cell and delay, ns:
edfxtp_1 0.69, and2_1 0.28, fa_1 0.48, inv_1 0.05, fa_1 0.48, inv_1 0.05
fa_1 0.48, inv_1 0.06, fa_1 0.53, inv_1 0.05, fa_1 0.48, fa_1 0.53
fa_1 0.51, inv_1 0.05, fa_1 0.47, inv_1 0.04, ha_1 0.40, nand2_1 0.12
nor2_1 0.14, nor2_1 0.06, o31ai_1 0.47, o22ai_1 0.19, a211oi_1 0.25, nor3_1 0.09
xnor2_1 0.12, a211oi_1 0.24
==> layout by cell type (no fill, tap or decap), types with 11 or more instances in the layout <==
| cell type | instances |
|---|---|
| o21ai_0 | 91 |
| ha_1 | 148 |
| o21a_1 | 12 |
| inv_1 | 522 |
| mux2i_1 | 17 |
| xnor2_1 | 106 |
| fa_1 | 438 |
| o221ai_1 | 15 |
| and3_1 | 20 |
| nor2_1 | 87 |
| nand3_1 | 37 |
| conb_1 | 34 |
| xor2_1 | 67 |
| edfxtp_1 | 224 |
| clkbuf_16 | 31 |
| mux2_2 | 58 |
| dfrtp_1 | 77 |
| a21oi_1 | 39 |
| nand4_1 | 17 |
| nor3_1 | 17 |
| clkdlybuf4s50_1 | 136 |
| a21o_1 | 11 |
| nand2_1 | 350 |
| and2_1 | 327 |
| a22oi_1 | 31 |
| buf_4 | 48 |
