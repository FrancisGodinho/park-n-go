### flow/config.mk
export PLATFORM = sky130hd
export DESIGN_NAME = camera_config
export DESIGN_NICKNAME = camera_config
export VERILOG_FILES = /design/flow/design.v
export SDC_FILE = /design/flow/constraint.sdc
export NUM_CORES = 4
export LEC_CHECK = 1
export CORE_AREA = 10 10 135 135
export DIE_AREA = 0 0 145 145
### flow/constraint.sdc
current_design camera_config

set clk_period 2.3
set clk_io_pct 0.2

create_clock -name clk0 -period $clk_period [get_ports {clock}]

set non_clock_inputs [all_inputs -no_clocks]
set_input_delay [expr $clk_period * $clk_io_pct] -clock clk0 $non_clock_inputs
set_output_delay [expr $clk_period * $clk_io_pct] -clock clk0 [all_outputs]
### flow/design.v
module I2C_Controller (
        input CLOCK,
        input RESET,
        input [31:0] I2C_DATA, 
        input GO,  
        output I2C_SCLK,  
        inout I2C_SDAT,  
        output reg END,  
        output ACK  
    );
    reg SDO;
    reg SCLK;
    reg [31:0]SD;
    reg [6:0]SD_COUNTER;
    assign I2C_SCLK = SCLK | ( ((SD_COUNTER >= 4) & (SD_COUNTER <= 39))? ~CLOCK : 1'b0);
    assign I2C_SDAT = SDO ? 1'bz : 1'b0;
    reg ACK1,ACK2,ACK3,ACK4;
    assign ACK = ACK1 | ACK2 |ACK3 |ACK4;
    always @(negedge RESET or posedge CLOCK ) begin
    if (!RESET) SD_COUNTER=6'b111111;
    else begin
    if (GO==0) 
        SD_COUNTER=0;
        else 
        if (SD_COUNTER < 41) SD_COUNTER[6:0] = SD_COUNTER[6:0] + 7'd1;	
    end
    end
    always @(negedge RESET or  posedge CLOCK ) begin
    if (!RESET) begin SCLK=1;SDO=1; ACK1=0;ACK2=0;ACK3=0;ACK4=0; END=1; end
    else
    case (SD_COUNTER)
        6'd0  : begin ACK1=0 ;ACK2=0 ;ACK3=0 ;ACK4=0 ; END=0; SDO=1; SCLK=1;end
        6'd1  : begin SD=I2C_DATA;SDO=0;end
        6'd2  : SCLK=0;
        6'd3  : SDO=SD[31];
        6'd4  : SDO=SD[30];
        6'd5  : SDO=SD[29];
        6'd6  : SDO=SD[28];
        6'd7  : SDO=SD[27];
        6'd8  : SDO=SD[26];
        6'd9  : SDO=SD[25];
        6'd10 : SDO=SD[24];	
        6'd11 : SDO=1'b1; 
        6'd12  : begin SDO=SD[23]; ACK1=I2C_SDAT; end
        6'd13  : SDO=SD[22];
        6'd14  : SDO=SD[21];
        6'd15  : SDO=SD[20];
        6'd16  : SDO=SD[19];
        6'd17  : SDO=SD[18];
        6'd18  : SDO=SD[17];
        6'd19  : SDO=SD[16];
        6'd20  : SDO=1'b1; 
        6'd21  : begin SDO=SD[15]; ACK2=I2C_SDAT; end
        6'd22  : SDO=SD[14];
        6'd23  : SDO=SD[13];
        6'd24  : SDO=SD[12];
        6'd25  : SDO=SD[11];
        6'd26  : SDO=SD[10];
        6'd27  : SDO=SD[9];
        6'd28  : SDO=SD[8];
        6'd29  : SDO=1'b1; 
        6'd30  : begin SDO=SD[7]; ACK3=I2C_SDAT; end
        6'd31  : SDO=SD[6];
        6'd32  : SDO=SD[5];
        6'd33  : SDO=SD[4];
        6'd34  : SDO=SD[3];
        6'd35  : SDO=SD[2];
        6'd36  : SDO=SD[1];
        6'd37  : SDO=SD[0];
        6'd38  : SDO=1'b1; 
        6'd39 : begin SDO=1'b0;	SCLK=1'b0; ACK4=I2C_SDAT; end	
        6'd40 : SCLK=1'b1; 
        6'd41 : begin SDO=1'b1; END=1; end 
    endcase
    end
endmodule
module camera_config #(
        parameter CLK_FREQ = 50000000,  
        parameter I2C_FREQ = 20000  
    ) (
        input clock,
        input reset_n,
        input [15:0] exposure,
        input [15:0] start_row,
        input [15:0] start_column,
        input [15:0] row_size,
        input [15:0] column_size,
        input [15:0] row_mode,
        input [15:0] column_mode,
		  input [15:0] h_blanking,
		  input [15:0] v_blanking,
		  input [15:0] red_gain,
		  input [15:0] green1_gain,
		  input [15:0] green2_gain,
		  input [15:0] blue_gain,
        output out_ready,
        output I2C_SCLK,
        inout I2C_SDAT
    );
   reg [15:0] mI2C_CLK_DIV;
   reg [31:0] mI2C_DATA;
   reg mI2C_CTRL_CLK;
   reg mI2C_GO;
   wire mI2C_END;
   wire mI2C_ACK; 
   always@(posedge clock or negedge reset_n)
   begin
      if (!reset_n) begin
         mI2C_CTRL_CLK <= 0;
         mI2C_CLK_DIV <= 0;
      end
      else begin
         if (mI2C_CLK_DIV < (CLK_FREQ / I2C_FREQ)) 
            mI2C_CLK_DIV <= mI2C_CLK_DIV + 1;
         else begin
            mI2C_CLK_DIV <= 0;
            mI2C_CTRL_CLK <= ~mI2C_CTRL_CLK;
         end
      end
   end
   I2C_Controller u0	(
      .CLOCK(mI2C_CTRL_CLK),  
      .I2C_SCLK(I2C_SCLK),  
      .I2C_SDAT(I2C_SDAT),  
      .I2C_DATA(mI2C_DATA),  
      .GO(mI2C_GO),  
      .END(mI2C_END),  
      .ACK(mI2C_ACK),  
      .RESET(reset_n)  
   );
    parameter LUT_SIZE = 25;
    reg [23:0] LUT_DATA;
    reg [5:0] LUT_INDEX;
    reg [3:0] mSetup_ST;
    reg _ready;
    always @(posedge mI2C_CTRL_CLK or negedge reset_n)
    begin
        if (!reset_n) begin
            LUT_INDEX <= 0;
            mSetup_ST <= 0;
            mI2C_GO <= 0;
            _ready <= 1'b0;
        end
        else if (LUT_INDEX < LUT_SIZE) begin
            case (mSetup_ST)
                0: begin
                    mI2C_DATA	<= {8'hBA, LUT_DATA};
                    mI2C_GO <= 1;
                    mSetup_ST	<= 1;
                end
                1: begin
                    if (mI2C_END) begin
                        if (!mI2C_ACK)
                            mSetup_ST <= 2;
                        else
                            mSetup_ST <= 0;							
                        mI2C_GO <= 0;
                    end
                end
                2: begin
                    LUT_INDEX	<= LUT_INDEX + 1;
                    mSetup_ST	<= 0;
                end
            endcase
            _ready <= 1'b0;
        end
        else begin
            _ready <= 1'b1;
        end
    end
    reg ready;
    always @(posedge clock)
    begin
        if (reset_n) begin
            ready <= _ready; 
        end
        else begin
            ready <= 1'b0;
        end
    end
    assign out_ready = ready;
    always begin
        case (LUT_INDEX)
            0: LUT_DATA <= 24'h000000;
            1: LUT_DATA <= 24'h20c000;  
            2: LUT_DATA	<= {8'h09, exposure};  
				3: LUT_DATA <= {8'h05, h_blanking};  
            4: LUT_DATA <= {8'h06, v_blanking};  
            5: LUT_DATA <= 24'h0A8000;  
            6: LUT_DATA <= {8'h2B, green1_gain};  
            7: LUT_DATA <= {8'h2C, blue_gain};  
            8: LUT_DATA <= {8'h2D, red_gain};  
            9: LUT_DATA <= {8'h2E, green2_gain};  
            10: LUT_DATA <= 24'h100051;  
            11: LUT_DATA <= 24'h112003; 
            12: LUT_DATA <= 24'h120001;  
            13: LUT_DATA <= 24'h100053;  
            14: LUT_DATA <= 24'h980000;  
            15: LUT_DATA <= 24'hA00000;  
            16: LUT_DATA <= 24'hA10000;  
            17: LUT_DATA <= 24'hA20FFF;  
            18: LUT_DATA <= {8'h01, start_row};  
            19: LUT_DATA <= {8'h02, start_column};  
            20: LUT_DATA <= {8'h03, row_size};  
            21: LUT_DATA <= {8'h04, column_size};  
            22: LUT_DATA <= {8'h22, row_mode};  
            23: LUT_DATA <= {8'h23, column_mode};  
            24: LUT_DATA <= 24'h4901A8;  
            default: LUT_DATA <= 24'h000000;
        endcase
    end
endmodule
### flow/run.sh
#!/bin/bash
# OpenROAD 26Q1-2900-gdf79404cd8, Yosys 0.63+post, stock flow scripts
make -C /OpenROAD-flow-scripts/flow DESIGN_CONFIG=/design/flow/config.mk WORK_HOME=/design/flow/orfs finish
==> reports/metrics.yaml <==
outcome:
  outcome: "complete, no violations"
layout:
  layout.cells.non_filler: 378
  syn2layout_area_growth_pct: 21.3
  drive_above_1_share_pct: 13.2
  final_cell_area_sq_um: 2130
clock_tree:
  cts_hold_buf: 0
  post_cts_resized: 0
  cts_tree: "done"
  numCtsBuffers: 3
  path_clk_slew_ns: 0.05
  htreeDepth: 1
  postCtsSetupRepairBufs: 0
  clock_latency_ns: 0.24
  clk_path_buf_depth: 2
  cts-root-buf: "clkbuf_16"
drt:
  routed_via_density: 2.87
  via_count: 1086
  drtIter0Drc: 100
  wl_microns: 2670
  drt_pass1_iterations: 4
  drcViolationCount: 0
  num_antenna_cells: 0
  ant_nets: 0
  wl_per_cell_microns: 7.07
pwr:
  vdd_drop_max_mv: 0.198
  total_power_mw: 0.969
  p_leak_nw: 0.862
  cellPowerDensity_nw_per_um2: 454
timing:
  fmax_mhz: 531
  finalClockPeriodUsage_pct: 81.9
  rsz0062_at_grt: "false"
  unclocked_pins: 20
  holdWs_ns: 0.505
  min_period_ns: 1.88
  unconstrained_endpoints: 20
  finalHoldViolations: 0
  finalSetupViolCount: 0
  slew_violations: 0
  final.setup.tns_ns: 0
  skew_ns: 0.00173
floorplanning:
  die_x_microns: 145
  die_h_microns: 145
  io_pins: 213
  fp_util_pct: 11.5
  chipArea_sq_um: 21000
  num_rows: 45
  core_area_sq_um: 15300
critical_path:
  worstPathCellList: "nor3_1, a21o_1, clkdlybuf4s50_1"
  crit_family: "buffers and inverters"
  cpPeakStageDelay_ns: 0.46
  path_buffers: 1
  startpoint_type: "register"
  path_max_fanout: 2
  crit_required_ns: 1.84
  timing.critical_path.arrival_ns: 1.42
  crit_type: "reg2out"
  cp-end-kind: "output port"
  cp_slowest_cell: "clkdlybuf4s50_1"
worst_hold_path:
  hp-class: "reg2reg"
grt:
  grt_overflow_total: 0
  antenna_found_initial: 0
  grt_use_total_pct: 2.52
  grt_pass1_vias: 1051
  grt_pass1_wl_microns: 4800
  grt_max_degree: 38
yosys:
  top_cells_by_count: "28 x dfrtp_1, 15 x nor2_1, 14 x nand2_1, 10 x xor2_1"
  yosysUniqueCellTypes: 44
  syn_inst: 161
  top_area_cell: "dfrtp_1"
  ys_ff: 38
  ys_async_sr_fraction_pct: 97.4
  synth_warnings: 3
  most_common_cell: "dfrtp_1"
  yosys-top-cells-area: "dfrtp_1 40%, dfstp_2 13%, ha_1 5.0%"
  top_area_share_pct: 39.8
  synth_area_sq_um: 1760
  edf_count: 0
  ys_area_sq_um: 1760
  yosys_cells: 161
  seq_area_frac_synth_pct: 54.4
  avgSynthCellArea_sq_um: 10.9
  synthFlopType: "dfrtp_1"
flow_run:
  maxCapViolCount: 0
  warnings: 237
place:
  place_congestion: 0.828
  placed_area_sq_um: 2040
  numPortBuffers: 3
  dpl.cell_count: 374
  dpl.hpwl_microns: 1860
==> cell usage in the layout, fill, tap and decap left out, types with 2 or more instances in the layout <==
master	instances
buf_4	2
clkdlybuf4s50_1	3
nand2_1	14
xnor2_1	7
a21oi_1	3
nand3_1	9
a22o_1	2
dfrtp_1	28
clkbuf_16	3
o21a_1	2
inv_1	6
xor2_1	10
a21o_1	3
nor2_1	15
ha_1	7
dfstp_2	9
and2_1	5
o21ai_0	3
conb_1	5
and3_1	2
nand4_1	2
nor3_1	3
and4_1	2
nand2b_1	2
==> cell type report <==
type                    count  area, sq um
repair buffers              5         45.0
inverters                   6         22.5
flip-flops and latches     38          957
well taps                 211          264
clock buffers               4         88.8
multi-input cells         114          756
fillers                  1683        13100
==> sequential cells by signal, summed over array words and instances (netlist names), named ones only <==
signal         cells
mI2C_CLK_DIV      16
u0.SD_COUNTER      7
LUT_INDEX          6
mSetup_ST          2
_ready             1
mI2C_CTRL_CLK      1
mI2C_GO            1
ready              1
u0.END             1
u0.SCLK            1
==> per-layer routing <==
metal / vias up / track usage [%] / wire length [microns]
li1: 553 / - / -
met4: 0 / 0.204 / 20
met1: 518 / 3.85 / 1410
met3: 2 / 0.315 / 56
met2: 13 / 3.86 / 1180
met5: - / 0 / 0
==> path summary, 6_finish.rpt <==
| check | from | end | slack, ns | depth (start not counted) |
|---|---|---|---|---|
| max | mI2C_CTRL_CLK | I2C_SCLK | 0.42 | 3 |
| min | mI2C_CLK_DIV[11] | mI2C_CLK_DIV[11] | 0.50 | 2 |
| max reg2reg | mI2C_CLK_DIV[12] | mI2C_CTRL_CLK | 0.76 | 3 |
| min reg2reg | mI2C_CLK_DIV[11] | mI2C_CLK_DIV[11] | 0.50 | 2 |
| max in group asynchronous | reset_n | mI2C_CLK_DIV[11] | 1.32 | 2 |
| min in group asynchronous | reset_n | mI2C_CLK_DIV[8] | 0.67 | 2 |
==> power by group <==
| part | internal (mW) | switching [mW] |
|---|---|---|
| sequential | 0.507 | 0.00693 |
| combinational | 0.0186 | 0.0653 |
| clock | 0.264 | 0.107 |
==> through the flow <==
step,worst slack [ns],utilization [%]
global route,0.306,14.0
detailed placement,0.654,13.4
finish,0.417,14.0
CTS,0.388,14.0
global placement,0.653,13.4
floorplan,0.902,-
==> worst min-delay path, cell delays in order, from the launching register on <==
cell and delay [ns]:
dfrtp_1 0.34, a41oi_1 0.05, nor2_1 0.08
==> logic make-up after synthesis <==
family / Yosys count / synth area share (%)
buffers and inverters: 13 / 3.48
other: 1 / 0.213
adder cells (fa/ha/maj): 7 / 4.98
multiplexers: 2 / 1.21
AND-OR/OR-AND: 22 / 9.60
XOR/XNOR: 17 / 8.46
AND/OR/NAND/NOR: 61 / 17.6
flip-flops: 38 / 54.4
Power figures rest on the tool's default switching activity, not on a simulated workload.
