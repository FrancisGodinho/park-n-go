==> design.v <==
module avalon_camera (
    input clk,
    input reset_n,
    input [4:0] avs_s1_address,
    input avs_s1_read,
    output reg [31:0] avs_s1_readdata,
    input avs_s1_write,
    input [31:0] avs_s1_writedata,
    output [15:0] avs_export_width,
    output [15:0] avs_export_height,
    output [15:0] avs_export_start_row,
    output [15:0] avs_export_start_column,
    output [15:0] avs_export_row_size,
    output [15:0] avs_export_column_size,
    output [15:0] avs_export_row_mode,
    output [15:0] avs_export_column_mode,
    output [15:0] avs_export_exposure,
	 output [15:0] avs_export_h_blanking,
	 output [15:0] avs_export_v_blanking,
	 output [15:0] avs_export_red_gain,
	 output [15:0] avs_export_blue_gain,
	 output [15:0] avs_export_green1_gain,
	 output [15:0] avs_export_green2_gain,
    output avs_export_cam_soft_reset_n
    );
parameter WIDTH         = 16'd320;
parameter HEIGHT        = 16'd240;
parameter START_ROW     = 16'h0036;
parameter START_COLUMN  = 16'h0010;
parameter ROW_SIZE      = 16'h059f;
parameter COLUMN_SIZE   = 16'h077f;
parameter ROW_MODE      = 16'h0002;
parameter COLUMN_MODE   = 16'h0002;
parameter EXPOSURE      = 16'h07c0;
parameter H_BLANKING    = 16'h0000;
parameter V_BLANKING    = 16'h0019;
parameter RED_GAIN      = 16'h019C;
parameter BLUE_GAIN     = 16'h009A;
parameter GREEN1_GAIN   = 16'h0013;
parameter GREEN2_GAIN   = 16'h0013;
reg [15:0] data_width;
reg [15:0] data_height;
reg [15:0] data_start_row;
reg [15:0] data_start_column;
reg [15:0] data_row_size;
reg [15:0] data_column_size;
reg [15:0] data_row_mode;
reg [15:0] data_column_mode;
reg [15:0] data_exposure;
reg [15:0] data_h_blanking;
reg [15:0] data_v_blanking;
reg [15:0] data_red_gain;
reg [15:0] data_blue_gain;
reg [15:0] data_green1_gain;
reg [15:0] data_green2_gain;
reg cam_soft_reset_n;
always @(posedge clk or negedge reset_n)
begin
    if (!reset_n) begin
        data_width[15:0]        <= WIDTH[15:0];
        data_height[15:0]       <= HEIGHT[15:0];
        data_start_row[15:0]    <= START_ROW[15:0];
        data_start_column[15:0] <= START_COLUMN[15:0];
        data_row_size[15:0]     <= ROW_SIZE[15:0];
        data_column_size[15:0]  <= COLUMN_SIZE[15:0];
        data_row_mode[15:0]     <= ROW_MODE[15:0];
        data_column_mode[15:0]  <= COLUMN_MODE[15:0];
        data_exposure[15:0]     <= EXPOSURE[15:0];
		  data_h_blanking[15:0]   <= H_BLANKING[15:0];
		  data_v_blanking[15:0]   <= V_BLANKING[15:0];
		  data_red_gain[15:0]     <= RED_GAIN[15:0];
		  data_blue_gain[15:0]    <= BLUE_GAIN[15:0];
		  data_green1_gain[15:0]  <= GREEN1_GAIN[15:0];
		  data_green2_gain[15:0]  <= GREEN2_GAIN[15:0];
        cam_soft_reset_n        <= 1;
    end
    else begin
        if (avs_s1_read) begin
            case (avs_s1_address)  
                5'h00:
                    avs_s1_readdata[15:0] <= data_width[15:0];
                5'h01:
                    avs_s1_readdata[15:0] <= data_height[15:0];
                5'h02:
                    avs_s1_readdata[15:0] <= data_start_row[15:0];
                5'h03:
                    avs_s1_readdata[15:0] <= data_start_column[15:0];
                5'h04:
                    avs_s1_readdata[15:0] <= data_row_size[15:0];
                5'h05:
                    avs_s1_readdata[15:0] <= data_column_size[15:0];
                5'h06:
                    avs_s1_readdata[15:0] <= data_row_mode[15:0];
                5'h07:
                    avs_s1_readdata[15:0] <= data_column_mode[15:0];
                5'h08:
                    avs_s1_readdata[15:0] <= data_exposure[15:0];
					 5'h09:
                    avs_s1_readdata[15:0] <= data_h_blanking[15:0];
					 5'h0A:
                    avs_s1_readdata[15:0] <= data_v_blanking[15:0];
					 5'h0B:
                    avs_s1_readdata[15:0] <= data_red_gain[15:0];
					 5'h0C:
                    avs_s1_readdata[15:0] <= data_blue_gain[15:0];
					 5'h0D:
                    avs_s1_readdata[15:0] <= data_green1_gain[15:0];
					 5'h0E:
                    avs_s1_readdata[15:0] <= data_green2_gain[15:0];
                5'h1F:
                    avs_s1_readdata[31:0] <= {31'b0, cam_soft_reset_n};
                default:
                    avs_s1_readdata[31:0] <= {32'b0};
            endcase
        end
        else begin
            if (avs_s1_write) begin
                case (avs_s1_address)
                    5'h00:
                        data_width[15:0]        <= avs_s1_writedata[15:0];
                    5'h01:
                        data_height[15:0]       <= avs_s1_writedata[15:0];
                    5'h02:
                        data_start_row[15:0]    <= avs_s1_writedata[15:0];
                    5'h03:
                        data_start_column[15:0] <= avs_s1_writedata[15:0];
                    5'h04:
                        data_row_size[15:0]     <= avs_s1_writedata[15:0];
                    5'h05:
                        data_column_size[15:0]  <= avs_s1_writedata[15:0];
                    5'h06:
                        data_row_mode[15:0]     <= avs_s1_writedata[15:0];
                    5'h07:
                        data_column_mode[15:0]  <= avs_s1_writedata[15:0];
                    5'h08:
                        data_exposure[15:0]     <= avs_s1_writedata[15:0];
						  5'h09:
                        data_h_blanking[15:0]   <= avs_s1_writedata[15:0];
						  5'h0A:
                        data_v_blanking[15:0]   <= avs_s1_writedata[15:0];
						  5'h0B:
                        data_red_gain[15:0]     <= avs_s1_writedata[15:0];
						  5'h0C:
                        data_blue_gain[15:0]    <= avs_s1_writedata[15:0];
						  5'h0D:
                        data_green1_gain[15:0]  <= avs_s1_writedata[15:0];
						  5'h0E:
                        data_green2_gain[15:0]  <= avs_s1_writedata[15:0];
                    5'h1F:
                        cam_soft_reset_n        <= avs_s1_writedata[0];
                endcase
            end
        end
    end
end
assign avs_export_start_row[15:0]    = data_start_row[15:0];
assign avs_export_start_column[15:0] = data_start_column[15:0];
assign avs_export_row_size[15:0]     = data_row_size[15:0];
assign avs_export_column_size[15:0]  = data_column_size[15:0];
assign avs_export_row_mode[15:0]     = data_row_mode[15:0];
assign avs_export_column_mode[15:0]  = data_column_mode[15:0];
assign avs_export_exposure[15:0]     = data_exposure[15:0];
assign avs_export_h_blanking[15:0]   = data_h_blanking[15:0];
assign avs_export_v_blanking[15:0]   = data_v_blanking[15:0];
assign avs_export_red_gain[15:0]     = data_red_gain[15:0];
assign avs_export_blue_gain[15:0]    = data_blue_gain[15:0];
assign avs_export_green1_gain[15:0]  = data_green1_gain[15:0];
assign avs_export_green2_gain[15:0]  = data_green2_gain[15:0];
assign avs_export_width[15:0]  = data_width[15:0];
assign avs_export_height[15:0] = data_height[15:0];
assign avs_export_cam_soft_reset_n = cam_soft_reset_n;
endmodule
==> run.sh <==
#!/bin/bash
# OpenROAD 26Q1-2900-gdf79404cd8, Yosys 0.63+post, stock flow scripts
make -C /OpenROAD-flow-scripts/flow DESIGN_CONFIG=/design/flow/config.mk WORK_HOME=/design/flow/orfs finish
==> config.mk <==
export PLATFORM = sky130hd
export DESIGN_NAME = avalon_camera
export DESIGN_NICKNAME = avalon_camera
export VERILOG_FILES = /design/flow/design.v
export SDC_FILE = /design/flow/constraint.sdc
export NUM_CORES = 4
export LEC_CHECK = 1
export CORE_UTILIZATION = 30
==> constraint.sdc <==
current_design avalon_camera

set clk_period 2.0
set clk_io_pct 0.2

create_clock -name clk0 -period $clk_period [get_ports {clk}]

set non_clock_inputs [all_inputs -no_clocks]
set_input_delay [expr $clk_period * $clk_io_pct] -clock clk0 $non_clock_inputs
set_output_delay [expr $clk_period * $clk_io_pct] -clock clk0 [all_outputs]
==> metrics.csv <==
metric;value;unit
final antenna-violating net count;0;
Tmin final;1.97;ns
routed len/inst;25.4;µm
Gate power share;19.1;%
Die W;205;µm
Hold Vio Cnt, Final;0;
Lkg Pwr;8.47;nW
CP endpoint kind;output pin;
Synth flops;257;
drt pass-1 iters;4;
H-tree depth;1;
kind of critical path;flip-flop to output pin;
drt drc;0;
core area;0.0402;mm²
clock skew;0.00629;ns
synthesis warning total;1;
Tool Warnings;45;
yosys stat chip area;0.0124;mm²
cells in synth_stat.txt;849;
global-route wire length before repair;64900;µm
status;finished clean;
Avg Inst Size Synth;14.6;µm²
pin count of the biggest net entering global routing;114;
P_int;11.1;mW
slew margin rel.;32.2;%
Final Setup Violations;0;
Avg Vias per Cell;4.97;
RSZ-0062 raised after global routing;no;
die height;205;µm
total power per unit cell area;828;mW/mm²
Top area cell types;dfrtp_1, mux2_2, dfstp_2;
Clock Power Share;35.5;%
FP Rows;73;
layout cells sized above 1;40.1;%
Post-synth top cells;dfrtp_1, mux2_2, mux2_4;
Yosys cell types;56;
Antenna Cells;0;
iteration-0 DRC count of the detailed router;483;
clk slew on worst S/H paths;0.06;ns
worst vdd ir;0.000581;V
cell count after placement;1706;
Max Fclk;509;MHz
Post-synth top flop;dfrtp_1;
mapped cell area;0.0124;mm²
vias in the first global route;9150;
worst-path cell chain;clkdlybuf4s50_1;
Max-Cap Viols;0;
worst path required time;1.60;ns
maximum fanout along the worst path;3;
clk ins delay skew pair;0.55;ns
Hold Path Class;primary input to async pin;
CP Data Arrival Time;1.57;ns
Largest stage delay, worst path;0.56;ns
asr flop ratio synth;93.8;%
Worst Tran Pin Value;1.01;ns
crit path max-delay cell type;dfstp_2;
most frequent cell after synthesis;dfrtp_1;
IO Pins;314;
fin cells;1771;
port buffer count;281;
chip area;0.0420;mm²
cells after synthesis;849;
Clock Sinks;257;
CP bufs+invs;1;
initial antenna violation count;1;
delay-heaviest family, CP;flip-flops;
final core utilization;44.1;%
CTS Root Cell;clkbuf_16;
Synth area leader;dfrtp_1;
startpoint types;flip-flop;
switching part of the total;24.6;%
Routed WL;44900;µm
floorplan utilization;30.7;%
GRT Util Overall;22.3;%
Final Wtd Congestion;0.851;
crit share post-route;98.3;%
Area leader share;37.7;%
DP Wirelength;32000;µm
P_sw;3.61;mW
Post-synth EDFFs;16;
area growth from synthesis to layout;43.4;%
fin. max-slew vios;0;
sequential share of power;45.4;%
total gr overflow;0;
Max clock buf depth;3;
Via Count;8804;
total CTS buffers;29;
Seq/Total Area, Yosys;53.3;%
CTS tree;done;
==> logic make-up after synthesis <==
family                 count (synthesis)  synth area share [%]
and+or+nand+nor                      104                  6.16
other                                  1                0.0304
buffers and inverters                 80                  4.32
DFF                                  257                  53.3
AOI/OAI and AO/OA                     88                  5.37
muxes                                319                  30.9
==> layer usage <==
layer  up-vias  wire length, µm  track usage [%]
li1       3886                -                -
met1      4511            20100             33.4
met2       352            20000             33.0
met3        53             4090             7.48
met4         2              765             3.20
met5         -               16                0
==> power by group through the flow <==
stage	combinational [mW]	clock [mW]	sequential, mW
after CTS	2.85	5.31	6.66
after global routing	3.04	5.53	6.75
final	2.80	5.21	6.65
==> path summary, 6_finish.rpt <==
| path | from | end | slack [ns] | depth (start not counted) |
|---|---|---|---|---|
| max in group asynchronous | reset_n | data_green2_gain[2] | 0.96 | 3 |
| min in group clk0 | data_column_mode[4] | data_column_mode[4] | 0.53 | 1 |
| setup / recovery | data_row_size[1] | avs_export_row_size[1] | 0.03 | 1 |
| hold / removal | reset_n | data_height[13] | 0.50 | 3 |
| hold reg to reg | data_column_mode[4] | data_column_mode[4] | 0.53 | 1 |
| setup reg to reg | data_red_gain[9] | avs_s1_readdata[9] | 0.24 | 4 |
==> through the flow <==
step                hold slack [ns]  worst slack [ns]  total power, mW  cell area (µm²)  TNS [ns]
floorplan                     0.104            0.0790             7.46            12400         0
global placement              0.515            -0.490             9.54            16700    -58.37
detailed placement            0.518            -0.528             9.57            16700    -62.42
CTS                           0.523           0.00124             14.8            17600         0
global route                  0.547          0.000876             15.3            17700         0
finish                        0.502            0.0350             14.7            17700         0
==> cell type report <==
type	instances	area [µm²]
fill	3587	22500
sequential	257	6580
multi-input combinational	527	5310
timing repair buffer	409	4250
clock buffer	45	826
tap	525	657
clock inverter	8	92.6
==> cell usage in the layout (no fill, tap or decap), drive strengths merged, types with 5 or more instances in the layout <==
master | netlist | final
o22ai | 23 | 23
clkdlybuf4s50 | 0 | 238
nor2 | 20 | 20
dlymetal6s2s | 0 | 20
a2111oi | 5 | 5
and3 | 10 | 10
conb | 1 | 16
clkinv | 0 | 5
nand3 | 16 | 16
dfrtp | 186 | 186
dfstp | 55 | 55
clkbuf | 22 | 45
mux2i | 65 | 65
nand2 | 18 | 18
a211oi | 14 | 14
nor3 | 6 | 6
mux2 | 254 | 254
buf | 58 | 132
a22o | 14 | 14
edfxtp | 16 | 16
a22oi | 21 | 21
dlygate4sd2 | 0 | 18
==> timing repair <==
| action | 4_1_cts | 5_1_grt |
|---|---|---|
| buffers inserted | 5 | 5 |
| hold buffers | 2 | 0 |
| resized | 18 | 24 |
| setup endpoints to repair | 23 | 29 |
| hold endpoints to repair | 80 | 0 |
No activity file was given, so power comes from the tool's default toggle rates.
